===== design.v =====
module dual_reg_in(CLK, IN, SEL, WEN_L, OUTA, OUTB);
  input        CLK;
  input  [7:0] IN;
  input			SEL;
  input		   WEN_L;
  output [7:0] OUTA;
  output [7:0] OUTB;
  reg    [7:0] OUTA;
  reg    [7:0] OUTB;
  always @(posedge CLK) begin
	if (~WEN_L) begin
		if (SEL)
			OUTB = IN;
		else
			OUTA = IN;
	end
  end
 endmodule

===== run.sh =====
#!/bin/bash
# OpenROAD 26Q1-2900-gdf79404cd8, Yosys 0.63+post, stock flow scripts
make -C /OpenROAD-flow-scripts/flow DESIGN_CONFIG=/design/flow/config.mk WORK_HOME=/design/flow/orfs finish

===== config.mk =====
export PLATFORM = sky130hd
export DESIGN_NAME = dual_reg_in
export DESIGN_NICKNAME = dual_reg_in
export VERILOG_FILES = /design/flow/design.v
export SDC_FILE = /design/flow/constraint.sdc
export NUM_CORES = 4
export LEC_CHECK = 1
export CORE_AREA = 10 10 70 70
export DIE_AREA = 0 0 80 80

===== constraint.sdc =====
current_design dual_reg_in

set clk_period 1.2
set clk_io_pct 0.2

create_clock -name clk0 -period $clk_period [get_ports {CLK}]

set non_clock_inputs [all_inputs -no_clocks]
set_input_delay [expr $clk_period * $clk_io_pct] -clock clk0 $non_clock_inputs
set_output_delay [expr $clk_period * $clk_io_pct] -clock clk0 [all_outputs]

==> results_slide.txt <==
Run Summary

Run status
  – Status: completed

Clock network
  – CTS tree: built
  – Max Buffers Root-to-Sink: 2
  – CTS HTree Levels: 1
  – CTS Sinks: 16
  – Post-CTS Setup Bufs: 0
  – Clock Pin Slew Worst Setup and Hold Paths: 0.07 ns
  – Total CTS buffers: 3
  – Root Driver: clkbuf_4

Floorplanning
  – CORE AREA: 3420 sq um
  – I/O pin cnt: 27
  – Fp util: 14.6%
  – Die area: 6400 sq um
  – DIE HEIGHT: 80 um
  – # rows: 21
  – Die width: 80 um

Placed design
  – Placed cells: 91
  – PortBufs: 26
  – GP Congestion: 0.623

Critical path
  – Setup crit end kind: primary output
  – Worst Setup Path Type: reg2out
  – Cell family with most CP delay: flip-flops
  – WP buf/inv: 1
  – Crit-path cells: dlygate4sd2_1
  – Worst Path Required: 0.96 ns
  – Crit-path max cell delay: 0.36 ns
  – Crit path max fanout: 1
  – Worst EP arrival: 0.88 ns
  – CP startpoint kind: register
  – Crit. path cell count: 1
  – CP max stage cell: edfxtp_1

Routing
  – Detailed Route WL: 1.08 mm
  – Total number of vias: 270
  – DR WL/cell: 11.4 um
  – Post-DR vias/cell: 2.87
  – Initial DRC Count: 9
  – Post-route ant nets: 0
  – DRC Markers: 0
  – # diodes: 0
  – DR pass1 iterations: 2

Layout
  – Layout Cells excl Fill: 94
  – Area Growth Syn to Fin: 65.8%
  – Combinational gate area: 17.5 sq um
  – Register area: 480 sq um
  – Layout cells sized above 1: 10.4%
  – Fill count: 370
  – Final core utilization: 24.2%

Hold path
  – Type of the most critical hold path: in2reg
  – Worst hold stages: 1
  – Hold Path Sink: OUTB[6]$_DFFE_PP_
  – Hold Startpoint: IN[6]

Synthesis
  – Area share, top type: 96.5%
  – Top cells by area: edfxtp_1, nor2b_4, nor2_1
  – Yosys Warn Count: 1
  – Top cell type by total area after synthesis: edfxtp_1
  – Yosys Chip Area: 498 sq um
  – Cell variety after synth: 3
  – Synthesized area per cell: 27.7 sq um
  – Ys cells: 18
  – Register area share after synthesis: 96.5%
  – Synthesized cell area: 498 sq um
  – Synth Instances: 18
  – Registers, synthesis: 16

STA
  – Final setup vio count: 0
  – Fmax: 0.890 GHz
  – Final period utilization: 93.6%
  – Actual slew at the worst max-slew pin: 0.260 ns
  – Pins over their slew limit: 0
  – Fin crit period: 1.12 ns
  – Worst rel slew slack: 82.7%
  – RSZ-0062 raised after global routing: false
  – Final Hold Fails: 0

Power and ir drop
  – Pwr Total: 1.00 mW
  – Leakage: 0.302 nW
  – Maximum vdd drop: 0.555 mV
  – Pwr dens: 1210 nW/um^2

GRT
  – Number of global-route vias before repair: 287
  – GR Overflow Total: 0
  – Largest net degree at the start of global routing: 9
  – Initial antenna violation count: 0
  – First-pass GRT wire length: 1.36 mm
  – Total GRT Usage: 3.09%

Run
  – OpenROAD warning count: 25
  – MaxCap Viol Count: 0
-- cells by family after synthesis --
kind of cell and share of synthesized area (%):
DFF 96.5, and+or+nand+nor 3.52
-- power breakdown --
group / internal, mW / switching (mW) / leakage, nW / total, mW
sequential: 0.656 / 0.00653 / 0.150 / 0.662
clock: 0.116 / 0.131 / 0.0138 / 0.247
combinational: 0.0654 / 0.0263 / 0.138 / 0.0917
total: 0.837 / 0.164 / 0.302 / 1.00
-- cells in the mapped netlist --
cell type	instances
edfxtp_1	16
nor2_1	1
nor2b_4	1
-- timing repair --
action / in CTS / in global routing
endpoints found under the setup margin: 16 / 0
gates resized: 16 / 0
hold buffers: 0 / 0
-- flip-flops by register name, indices dropped and copies added, names as in the netlist --
signal / flops
OUTB: 8
OUTA: 8
-- how the worst max path moves through the flow --
stage | start | to | slack [ns]
finish | OUTA[5]$_DFFE_PP_ | OUTA[5] | 0.08
global route | OUTB[6]$_DFFE_PP_ | OUTB[6] | 0.02
CTS | OUTA[5]$_DFFE_PP_ | OUTA[5] | 0.05
-- layer usage --
metal	routed length (um)	global-route usage (%)	up-vias
met5	0	0	-
met4	0	0.176	0
met3	215	3.75	0
met2	578	6.26	20
met1	281	1.29	119
li1	-	-	131
-- final cells by class --
cell class              instances  area share [%]
clock buffers                   3            2.73
multi-input cells               2            2.12
flip-flops and latches         16            58.2
well taps                      46            6.97
repair buffers                 27            30.0
-- cell usage in the layout, fill, tap and decap left out, drive strengths merged --
cell type | netlist | routed
clkdlybuf4s50 | 0 | 10
nor2 | 1 | 1
clkbuf | 0 | 3
buf | 0 | 1
nor2b | 1 | 1
dlygate4sd2 | 0 | 16
edfxtp | 16 | 16
-- per-stage QoR --
stage | hold slack [ns] | instance area [sq um] | setup TNS [ns] | worst slack [ns]
5_1_grt | 0.538 | 826 | 0 | 0.0198
2_1_floorplan | 0.339 | 498 | 0 | 0.208
3_3_place_gp | 0.821 | 823 | -1.60 | -0.121
4_1_cts | 0.540 | 826 | 0 | 0.0501
6_report | 0.547 | 826 | 0 | 0.0768
3_5_place_dp | 0.823 | 823 | -1.82 | -0.138
Power and IR drop assume default switching activity.
