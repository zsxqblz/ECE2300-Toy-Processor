--- flow/run.sh ---
#!/bin/bash
# OpenROAD 26Q1-2900-gdf79404cd8, Yosys 0.63+post, stock flow scripts
make -C /OpenROAD-flow-scripts/flow DESIGN_CONFIG=/design/flow/config.mk WORK_HOME=/design/flow/orfs finish
--- flow/config.mk ---
export PLATFORM = sky130hd
export DESIGN_NAME = var_clk
export DESIGN_NICKNAME = var_clk
export VERILOG_FILES = /design/flow/design.v
export SDC_FILE = /design/flow/constraint.sdc
export NUM_CORES = 4
export LEC_CHECK = 1
export CORE_UTILIZATION = 30
--- flow/constraint.sdc ---
current_design var_clk

set clk_period 3.8
set clk_io_pct 0.2

create_clock -name clk0 -period $clk_period [get_ports {clock_50MHz}]

set non_clock_inputs [all_inputs -no_clocks]
set_input_delay [expr $clk_period * $clk_io_pct] -clock clk0 $non_clock_inputs
set_output_delay [expr $clk_period * $clk_io_pct] -clock clk0 [all_outputs]
--- flow/design.v ---
module var_clk(clock_sel, clock_50MHz, var_clock);
	input clock_50MHz;
	input [2:0] clock_sel;
	output var_clock;
	reg var_clock;
	wire rco_10MHz, rco_1MHz, rco_100kHz, rco_10kHz, rco_1kHz, rco_100Hz, rco_10Hz, rco_1Hz;
	wire clock_10MHz, clock_1MHz, clock_100kHz, clock_10kHz, clock_1kHz, clock_100Hz, clock_10Hz, clock_1Hz;
	pclock #(5) counter_10MHz(clock_50MHz,1'b1,clock_10MHz,rco_10MHz);    
	pclock counter_1MHz(clock_50MHz,rco_10MHz,clock_1MHz,rco_1MHz);       
	pclock counter_100kHz(clock_50MHz,rco_1MHz,clock_100kHz,rco_100kHz);  
	pclock counter_10kHz(clock_50MHz,rco_100kHz,clock_10kHz,rco_10kHz);   
	pclock counter_1kHz(clock_50MHz,rco_10kHz,clock_1kHz,rco_1kHz);       
	pclock counter_100Hz(clock_50MHz,rco_1kHz,clock_100Hz,rco_100Hz);     
	pclock counter_10Hz(clock_50MHz,rco_100Hz,clock_10Hz,rco_10Hz);       
	pclock counter_1Hz(clock_50MHz,rco_10Hz,clock_1Hz,rco_1Hz);           
	always @ (posedge clock_50MHz)
	case(clock_sel)
	   3'b000 : var_clock = clock_1Hz;
	   3'b001 : var_clock = clock_10Hz;
	   3'b010 : var_clock = clock_100Hz;
	   3'b011 : var_clock = clock_1kHz;
	   3'b100 : var_clock = clock_10kHz;
	   3'b101 : var_clock = clock_100kHz;
	   3'b110 : var_clock = clock_1MHz;
	   3'b111 : var_clock = clock_10MHz;
	   default: var_clock = clock_1Hz;
	endcase
endmodule
module pclock(clk,EN,clk_out,rco_out);
	input clk,EN;
	output clk_out,rco_out;
	parameter NCYCLES=10;
	reg [3:0] count;
	reg clk_out,rco_out;
	always @ (posedge clk)
	if(EN)
	   if(count < NCYCLES-1)
		   count = count+4'b0001;
	   else
		   count = 0;
	always @ (count,EN)
	begin
		if (count <= (NCYCLES-1)/2)
		   clk_out = 0;
		else
		   clk_out = 1;
		if ((count == NCYCLES-1) & EN)
		   rco_out = 1;
		else
		   rco_out = 0;
	end
endmodule
==> job_summary.md <==
### Yosys + OpenROAD results

| Metric | Value |
|---|---|
| Outcome | completed |
| Pleak | 0.907 nW |
| Area leader share | 42.2% |
| P_int | 531 uW |
| Fin area | 0.00221 mm2 |
| Share of cells above drive strength 1 | 6.60% |
| Min-Delay Endpoint | counter_10MHz.count[0] |
| GRT Overall Usage | 9.65% |
| R2R Setup Slk | 1.69 ns |
| Arr. time, crit path | 2.03 ns |
| Post-route ant nets | 0 |
| Post-cts hold buffer count | 0 |
| Residual DRC | 0 |
| Yosys chip area | 0.00199 mm2 |
| Synth Instances | 185 |
| Count of cells resized by post-cts repair | 0 |
| Worst EP required | 3.72 ns |
| Place WS | 1.66 ns |
| Slew HR | 62.4% |
| First-pass GRT wire length | 5410 um |
| Crit path time final | 2.11 ns |
| VDD IR max | 0.000231 V |
| GPL Wtd Cong | 0.833 |
| Hold depth | 1 |
| Reg2Reg Depth | 6 |
| Vias per std cell | 4.74 |
| Hold Fails Final Rpt | 0 |
| Total negative slack for setup checks | 0 ns |
| Clk root buf | clkbuf_8 |
| # IOs | 5 |
| Fin util | 34.7% |
| Fp util | 31.2% |
| Layout Cells excl Fill | 274 |
| Via count | 1,298 |
| Fin worst setup slack | 1.69 ns |
| Clock tree buffer depth | 2 |
| NetSw | 133 uW |
| Tool warnings | 43 |
| Clk slew on worst S/H paths | 0.06 ns |
| Std cell rows | 29 |
| Cell count after placement | 266 |
| Period Utilization, post-route | 55.6% |
| PD cells | 300 mW/mm2 |
| WL final | 3010 um |
| Synth Seq Share | 47.2% |
| FF-to-FF Start | counter_1MHz.count[1] |
| Clk_skew | 0.00412 ns |
| Syn avg cell area | 10.8 um2 |
| WL/cell | 11.0 um |
| Area grow syn2layout | 11.0% |
| Total power after layout | 664 uW |
| Delay of the slowest cell on the worst path | 0.51 ns |
| Area leader, netlist | edfxtp_1 |
| Area of the mapped netlist | 0.00199 mm2 |
| Post-CTS Repair Setup Buffers | 0 |
| Clock Sinks | 33 |
| Slowest cell on the critical path | nor3_1 |
| Max Clock Freq | 473 MHz |
| Worst Path Max Fanout | 5 |
| DRT Pass-1 Iters | 4 |
| Initial DRC count | 26 |
| Crit Path Category | reg -> reg |
| Gr ovfl total | 0 |
| Max-Cap Viols | 0 |
| Worst setup SP type | flop |
| Synthesis warning total | 3 |
| Hold Slack | 0.440 ns |
| Worst-Margin Slew | 0.560 ns |
| Clock Latency Late Sink | 0.28 ns |
| Reg2reg end | counter_100Hz.count[1] |
| Switching Share | 20.1% |
| Worst min path class | reg -> reg |
| Die y size | 83.5 um |
| Final HPWL DP | 2260 um |
| Initial antenna violation count | 0 |
| Register share of total power | 59.5% |
| # diodes | 0 |
| Crit end category | flop |
| PortBufs | 4 |
| RSZ-0062 raised after global routing | false |
| Top cells by area | edfxtp_1, ha_1, dfxtp_1 |
| CP Cell Sequence | inv_1 -> ha_1 -> nand3b_4 -> nor3_4 -> nand3_2 -> nor3_1 |
| Core Area | 0.00639 mm2 |
| Placed cell area | 0.00213 mm2 |
| Distinct lib cells used | 36 |
| Die Width | 83.5 um |
| Clk pwr share | 37.2% |
| Die area | 0.00698 mm2 |
| Slew Limit Fails | 0 |
| Pin count of the biggest net entering global routing | 11 |
| Comb power frac | 3.2% |
| CTS H-tree lvls | 2 |
| Ys cells | 185 |
| Total CTS buffers | 5 |
| Flops & latches, synth | 33 |
| Min-delay src | counter_10MHz.count[3] |
| Vias in the first global route | 1,236 |
| CTS tree | built |
| Endpoints failing setup | 0 |
## area by class of cell
type	count	area (um2)
sequential	33	941
clock buffer	6	72.6
clock inverter	2	10.0
fill	605	4170
inverter	25	93.8
tap	77	96.3
timing repair buffer	4	40.0
multi-input combinational	127	960
## per-layer routing
metal	global-route usage (%)	vias up	routed length, um
li1	-	664	-
met1	15.1	600	1480
met2	15.1	28	1340
met3	1.41	6	129
met4	1.85	0	67
met5	0	-	0
## synthesized netlist by cell type (all sizes together)
master,number
nor4,2
nand2b,9
ha,26
nand3,4
edfxtp,28
nor4b,1
nor2,6
o41ai,1
nand3b,3
o21bai,1
and2,2
o22ai,2
a32o,1
o311ai,1
xnor2,3
a21boi,7
nor3,3
conb,1
nor2b,7
dfxtp,5
a21oi,10
or3,1
nand2,16
o31ai,2
o32ai,2
o31a,1
nor3b,1
o21ai,11
and3,1
a211oi,1
inv,25
a31o,1
## worst max-delay path: cells and delay by family, from the launching register on
| kind | cells | cell delay (ns) |
|---|---|---|
| adder cells (fa/ha/maj) | 1 | 0.20 |
| buffers and inverters | 1 | 0.11 |
| flip-flops | 1 | 0.38 |
| AND/OR/NAND/NOR | 4 | 1.08 |
## cells by family (layout without fill, tap and decap cells)
kind of cell    Yosys count  after routing  synth area share [%]
fa+ha+maj                26             26                  16.3
xor+xnor                  3              3                  1.32
flops                    33             33                  47.2
buf+inv                  25             37                  4.71
compound gates           41             41                  13.2
other cells               1              1                 0.188
simple gates             56             56                  17.1
## placed cells by master, fill, tap and decap left out, drive strengths merged, types with 7 or more instances in the layout
| master | count |
|---|---|
| edfxtp | 28 |
| ha | 26 |
| inv | 25 |
| nand2 | 16 |
| o21ai | 11 |
| a21oi | 10 |
| nand2b | 9 |
| a21boi | 7 |
| nor2b | 7 |
## power by group through the flow
stage	sequential, mW	combinational, mW	clock (mW)
6_report	0.395	0.0216	0.247
4_1_cts	0.395	0.0220	0.258
5_1_grt	0.396	0.0252	0.270
## worst max path at each step
stage,end,cells past startpoint,from
5_1_grt,counter_100Hz.count[3],6,counter_1MHz.count[1]
4_1_cts,counter_100Hz.count[0],6,counter_1MHz.count[1]
6_report,counter_100Hz.count[1],6,counter_1MHz.count[1]
## flip-flops by register name, indices dropped and copies added, names as in the netlist
signal,cells
counter_100kHz.count,4
counter_10Hz.count,4
counter_100Hz.count,4
counter_1MHz.count,4
counter_1kHz.count,4
counter_1Hz.count,4
counter_10MHz.count,4
counter_10kHz.count,4
var_clock,1
No activity file was given, so power comes from the tool's default toggle rates.
